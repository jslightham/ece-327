<file path="./run.sh">
#!/bin/bash
# OpenROAD 26Q1-2900-gdf79404cd8, Yosys 0.63+post, stock flow scripts
make -C /OpenROAD-flow-scripts/flow DESIGN_CONFIG=/design/flow/config.mk WORK_HOME=/design/flow/orfs finish
</file>
<file path="./config.mk">
export PLATFORM = sky130hd
export DESIGN_NAME = hamming
export DESIGN_NICKNAME = hamming
export VERILOG_FILES = /design/flow/design.v
export SDC_FILE = /design/flow/constraint.sdc
export NUM_CORES = 4
export LEC_CHECK = 1
export CORE_AREA = 10 10 70 70
export DIE_AREA = 0 0 80 80
</file>
<file path="./constraint.sdc">
current_design hamming

set clk_period 7.3
set clk_io_pct 0.2

create_clock -name clk0 -period $clk_period

set non_clock_inputs [all_inputs -no_clocks]
set_input_delay [expr $clk_period * $clk_io_pct] -clock clk0 $non_clock_inputs
set_output_delay [expr $clk_period * $clk_io_pct] -clock clk0 [all_outputs]
</file>
<file path="./design.v">
`timescale 1ns / 1ps
module hamming(
    input [11:0] code,
    output [7:0] data,
    output [3:0] syndrome
);
    reg [3:0] rec_check, calc_check;
    reg [11:0] corrected_code;
    always @* begin
        rec_check = { code[7], code[3], code[1], code[0] };
        calc_check[0] = code[2] ^ code[4] ^ code[6] ^ code[8] ^ code[10];
        calc_check[1] = code[2] ^ code[5] ^ code[6] ^ code[9] ^ code[10];
        calc_check[2] = code[4] ^ code[5] ^ code[6] ^ code[11];
        calc_check[3] = code[8] ^ code[9] ^ code[10] ^ code[11];
    end
    always@* begin
        corrected_code = code;
        if (syndrome > 0)
            corrected_code[syndrome - 1] = ~corrected_code[syndrome - 1];
    end
    assign syndrome = calc_check ^ rec_check;
    assign data = { corrected_code[11], corrected_code[10], corrected_code[9], corrected_code[8],
        corrected_code[6], corrected_code[5], corrected_code[4], corrected_code[2] };
endmodule
</file>
==> deck_impl_summary.md <==
Flow Results at a Glance

Synthesis
  – Yosys warns: 1
  – Top cell area share: 11.4%
  – Cell Type Count: 45
  – Post-Syn Instances: 113
  – Area leader, netlist: ha_1
  – Post-Syn Area: 990 sq um
  – Top cells, area: ha_1 11%, xnor2_1 5.3%, o21ai_0 5.1%
  – Register area share after synthesis: 0%
  – # Cells Yosys: 113
  – Yosys Chip Area: 990 sq um
  – Syn avg cell area: 8.76 sq um

Placement
  – Detailed Place HPWL: 2160 um
  – GPL Wtd Cong: 0.831
  – IO buf count: 24

Floorplanning
  – CORE AREA: 0.00342 sq mm
  – Chip width: 80 um
  – Io pins: 24
  – Site Rows: 21
  – Die area: 0.00640 sq mm
  – Die height: 80 um
  – Fp util: 29.0%

Final layout
  – Clock buffers: 0
  – Register area: 0 sq um
  – Flop count: 0
  – Area delta synth->final: 49.6%
  – Layout cell share with drive strength beyond 1: 32.2%

Power
  – Power Density: 278 mW/mm^2
  – Maximum vdd drop: 105 uV
  – Total leakage power: 0.688 nW
  – Power, Total: 0.411 mW

Global route
  – Aggregate global routing overflow: 0
  – Vias in the first global route: 901
  – Initial antenna violation count: 0
  – Gr busiest metal: met2
  – Met3 GRT Util: 1.48%
  – Grt met2 use: 12.8%
  – Largest net degree at the start of global routing: 13
  – Gr usage total: 7.63%
  – First-pass GRT wire length: 4150 um
  – Grt met1 use: 10.4%

Critical path
  – CP Max Fanout: 6
  – Critical path's largest stage delay: 0.50 ns
  – Slowest cell on crit path: clkdlybuf4s50_1
  – Setup crit start kind: input pin
  – Arr. time, crit path: 5.59 ns
  – Crit. Startpoint: code[2]
  – Crit-path leading delay family: XOR/XNOR gates
  – Crit path DRT: 5.84 ns
  – Critical Path Sink Type: primary output
  – Type of the worst setup path: input pin to primary output
  – Crit-path cells: clkdlybuf4s50_1 -> xor3_2 -> xor3_2 -> ha_2 -> xor3_1 -> xnor2_2 -> nor2_1 -> buf_4 -> nand3_2 -> ha_1 -> nor4b_2 -> nand3_1 -> nor2_2 -> nand3_4 -> o31ai_1 -> clkdlybuf4s50_1
  – Buf+Inv Stages, Crit Path: 3

Route
  – Drt wl/cell: 13.3 um
  – Final ANT Viol Nets: 0
  – DRC viols: 0
  – ANT cells: 0
  – First-pass iteration count of the detailed router: 4
  – 1st-iter DRT viols: 45
  – Total Wirelength: 2640 um
  – Vias per cell: 4.92
  – Routed vias: 975

Clock network
  – Cts hold-fix bufs: 0

STA
  – Setup_tns: 0 ns
  – RSZ-0062 raised after global routing: true
  – Setup Viol. Count Final: 0
  – FMAX: 142 MHz
  – Period minus WS final: 7.05 ns
  – Final Hold Violating Endpoints: 0
  – Tightest Pin Transition: 0.812 ns
  – Worst slew margin: 45.4%
  – Fin crit share: 96.6%
  – Max-slew violations: 0

Run
  – Max cap viols: 0
  – Tool warning count: 35

Outcome
  – Outcome: finished, final reports clean

Hold path
  – Min-delay worst type: input pin to primary output
  – HP Start: code[9]
[Yosys cell counts (all sizes together), types with 2 or more instances]
cell type and n:
ha 9, xor3 4, nor2 10, o21ai 10, xnor3 4, nand3b 2
o31ai 6, xnor2 8, nor3 2, xor2 3, buf 4, nand2 13
o41ai 3, inv 8, o221ai 2, nor4b 2, nand3 8
[cell usage in the layout (no fill, tap or decap), types with 3 or more instances in the layout]
| cell | Yosys | routed |
|---|---|---|
| o31ai_2 | 1 | 3 |
| o31ai_1 | 5 | 3 |
| xor2_1 | 3 | 3 |
| o21ai_1 | 0 | 3 |
| o21ai_0 | 10 | 7 |
| inv_1 | 7 | 7 |
| ha_1 | 9 | 8 |
| nand3_1 | 7 | 6 |
| dlymetal6s2s_1 | 0 | 3 |
| xnor2_2 | 2 | 3 |
| nor2_1 | 9 | 8 |
| nand2_1 | 13 | 13 |
| xnor2_1 | 6 | 5 |
| buf_4 | 1 | 20 |
| clkdlybuf4s50_1 | 0 | 21 |
[metal layers]
layer	vias to the layer above	routed length (um)
li1	501	-
met1	455	1220
met2	19	1260
met3	0	169
met4	0	0
met5	-	0
[through the flow]
stage	cell area [sq um]	std cells	util, %	setup slack [ns]	hold slack, ns
floorplan	990	113	-	0.610	3.00
CTS	1390	196	40.7	0.0251	4.02
global route	1480	198	43.3	-0.0675	3.82
global placement	1380	196	40.5	-0.135	4.02
finish	1480	198	43.3	0.252	3.78
detailed placement	1380	196	40.5	-0.166	4.01
[report_power, final]
part	total (mW)	internal, mW	switching [mW]
Combinational	0.411	0.196	0.216
Clock	0	0	0
Sequential	0	0	0
Total	0.411	0.196	0.216
[final cells by class]
cell class         count  area (sq um)
well taps             46          57.6
inverters              8          30.0
fillers              332          1940
multi-input cells    100           995
repair buffers        44           398
[repair_timing]
| item | CTS | global route |
|---|---|---|
| gates resized | 1 | 17 |
| cloned | 0 | 0 |
| setup endpoints to repair | 7 | 7 |
| buffers inserted | 0 | 2 |
| pin swaps | 1 | 10 |
[kinds of logic (layout without fill, tap and decap cells)]
| group | after synthesis | in the layout | share of synthesized area (%) |
|---|---|---|---|
| xor+xnor | 19 | 19 | 30.7 |
| buf+inv | 13 | 52 | 6.95 |
| fa+ha+maj | 9 | 9 | 11.4 |
| compound gates | 28 | 28 | 21.9 |
| simple gates | 43 | 43 | 27.9 |
| mux | 1 | 1 | 1.14 |
[worst paths after layout]
check       to  slack, ns  depth (start not counted)
max    data[6]       0.25                         16
min    data[5]       3.78                          5
Power and IR drop assume default switching activity.
