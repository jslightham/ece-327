### flow/design.v
module SE #(
    parameter [7:0] DATAWIDTH = 8,
    parameter [7:0] ARRAYLENGTH = 10
)
(
    input clk,
    input [(DATAWIDTH * ARRAYLENGTH) - 1 : 0] array_in,
    input valid_in,
    output [(DATAWIDTH * ARRAYLENGTH) - 1 : 0] array_out,
    output valid_out
);
    parameter EVEN_ARR_LEN = ARRAYLENGTH % 2 == 0;
    reg [DATAWIDTH - 1: 0] r [0 : ARRAYLENGTH - 1];  
    wire [DATAWIDTH - 1: 0] input_array [0 : ARRAYLENGTH - 1];  
    wire [DATAWIDTH - 1 : 0] even_cas_out [0 : ARRAYLENGTH - 1];  
    wire [DATAWIDTH - 1 : 0] odd_cas_out [0 : ARRAYLENGTH - 1];  
    reg output_valid = 1'b0;
    integer counter = 0;  
    always@(posedge clk)
    begin
        if (0 == counter) begin  
            output_valid <= 0;
            if (1 == valid_in) begin
                for (integer i = 0; i < ARRAYLENGTH; i = i + 1) begin
                    r[i] <= input_array[i];
                end
                counter <= 1;  
            end
        end
        else if (1 == valid_in) begin
            counter <= 0;
        end
        else begin
            for (integer i = 0; i < ARRAYLENGTH; i = i + 1) begin
                r[i] <= even_cas_out[i];
            end
            if (((ARRAYLENGTH + 1) / 2) == counter) begin
                counter <= 0;
                output_valid <= 1;
            end
            else
                counter <= counter + 1;  
        end
    end
    genvar odd;
    generate
        if (!EVEN_ARR_LEN) assign odd_cas_out[0] = r[0];
        for (odd = EVEN_ARR_LEN ? 0 : 1; odd < ARRAYLENGTH - 1; odd = odd + 2) begin : g_odd
            compare_and_swap #(.SIZE(DATAWIDTH)) u1 (.i1(r[odd]), .i2(r[odd + 1]),
                .o1(odd_cas_out[odd]), .o2(odd_cas_out[odd + 1]));
        end
    endgenerate
    genvar even;
    generate
        if (EVEN_ARR_LEN) assign even_cas_out[0] = odd_cas_out[0];
        assign even_cas_out[ARRAYLENGTH - 1] = odd_cas_out[ARRAYLENGTH - 1];
        for (even = EVEN_ARR_LEN ? 1 : 0; even < ARRAYLENGTH - 2; even = even + 2)
            begin : g_even
                compare_and_swap #(.SIZE(DATAWIDTH)) u1 (.i1(odd_cas_out[even]),
                    .i2(odd_cas_out[even + 1]), .o1(even_cas_out[even]), .o2(even_cas_out[even + 1]));
            end
    endgenerate
    genvar i;
    generate
        for (i = 0; i < ARRAYLENGTH; i = i + 1)
            begin : g1
                assign input_array[i] = array_in[(i * DATAWIDTH) + DATAWIDTH - 1 : i * DATAWIDTH];
                assign array_out[(i * DATAWIDTH) + DATAWIDTH - 1 : i * DATAWIDTH] = r[i];
            end
    endgenerate
    assign valid_out = output_valid;
endmodule
module compare_and_swap #(
    parameter [7:0] SIZE = 8
)
(
    input [SIZE - 1 : 0] i1,
    input [SIZE - 1 : 0] i2,
    output [SIZE - 1: 0] o1,
    output [SIZE - 1: 0] o2
);
    assign o1 = i1 > i2 ? i1 : i2;
    assign o2 = i1 > i2 ? i2 : i1;
endmodule
### flow/run.sh
#!/bin/bash
# OpenROAD 26Q1-2900-gdf79404cd8, Yosys 0.63+post, stock flow scripts
make -C /OpenROAD-flow-scripts/flow DESIGN_CONFIG=/design/flow/config.mk WORK_HOME=/design/flow/orfs finish
### flow/config.mk
export PLATFORM = sky130hd
export DESIGN_NAME = SE
export DESIGN_NICKNAME = SE
export VERILOG_FILES = /design/flow/design.v
export SDC_FILE = /design/flow/constraint.sdc
export NUM_CORES = 4
export LEC_CHECK = 1
export CORE_UTILIZATION = 30
### flow/constraint.sdc
current_design SE

set clk_period 8.7
set clk_io_pct 0.2

create_clock -name clk0 -period $clk_period [get_ports {clk}]

set non_clock_inputs [all_inputs -no_clocks]
set_input_delay [expr $clk_period * $clk_io_pct] -clock clk0 $non_clock_inputs
set_output_delay [expr $clk_period * $clk_io_pct] -clock clk0 [all_outputs]
==> run_results.csv <==
group,metric,value,unit
run_status,status,"completed",
synth,syn-cell-area,0.00820,sq mm
final_timing,layout_min_cycle_time,4.41,ns
routing,postRouteAntennaNets,0,
cts,clkSlewWorstSetupHoldPaths,0.05,ns
cts,clock_path_buffers,2,
cts,cts_inserted_buffers,17,
hold_path,whs_endpoint,"output_valid",
cts,holdBufCountCts,0,
floorplan,die_y,167,um
cts,clock_latency,0.42,ns
cts,clock_sinks,113,
routing,vias,7107,
floorplan,floorplan.core_util,30.5,%
routing,viasPerCell,5.23,
synth,edf_count,112,
global_route,grt_overflow,0,
worst_setup_path,reg2reg_slack,4.29,ns
worst_setup_path,end_kind,"flip-flop",
cts,cts_resized,0,
global_route,grt_pass1_wl,37.6,mm
placed_design,dp_hpwl,17.5,mm
cts,cts_setup_buffers,0,
floorplan,rows,60,
worst_setup_path,cp_max_fo,9,
synth,yosys.stat.seqShare,41.3,%
layout,drive_gt1_share,9.06,%
floorplan,die_w,167,um
floorplan,dieArea,0.0280,sq mm
worst_setup_path,critPathKind,"reg -> reg",
worst_setup_path,r2r_end,"r[7][5]",
final_timing,post-route-period-util,50.7,%
global_route,grt_util_all_layers,17.6,%
synth,synth-area-yosys,0.00820,sq mm
job,cap_violations,0,
global_route,antenna_found_initial,3,
final_timing,hold_violations,0,
final_timing,setup_viol,0,
hold_path,hold_depth,2,
layout,final_core_util,40.0,%
placed_design,gp_congestion,0.910,
hold_path,hold_class,"reg -> reg",
synth,ys_cells,842,
cts,cts_tree,"yes",
routing,wl,23.6,mm
worst_setup_path,ff2ff_path_depth,15,
job,openroad.warnings,28,
routing,drt_first_pass_iters,6,
synth,synth-async-reset-ratio,0,%
routing,remaining_drc_errors,0,
cts,ctsHtreeMaxLevel,4,
floorplan,coreArea,0.0269,sq mm
final_timing,fin_skew,0.0117,ns
floorplan,ios,163,
synth,postSynthCellCount,842,
final_timing,slew_headroom,23.5,%
synth,ff_type,"edfxtp_1",
synth,synth-seq-cells,113,
worst_setup_path,r2r_start,"r[8][1]",
global_route,grt_max_degree,51,
routing,drt_iter0_drc,738,
routing,wl_per_cell,17.4,um
final_timing,rsz0062_at_grt,"false",
final_timing,slew_violations,0,
layout,area_growth,31.1,%
final_timing,finalSetupTns,0,ns
placed_design,io_buffers,162,
worst_setup_path,cp.arrival,4.57,ns
synth,ys_warn_count,3,
synth,syn_avg_cell_area,9.73,sq um
final_timing,tightest_slew,1.15,ns
global_route,grt_pass1_vias,6900,
layout,nFillCells,2602,
worst_setup_path,cp.required,8.86,ns
worst_setup_path,crit_path_start_kind,"flip-flop",
cts,cts_root_buf,"clkbuf_16",
synth,synth.distinct_cells,47,
final_timing,fmax,227,MHz
hold_path,min_from,"output_valid",
[sequential cells by signal, summed over array words and instances, names as in the netlist]
register      count
r                80
counter          32
output_valid      1
[worst max-delay path, cell delays in order (launching register included)]
cell	delay, ns
edfxtp_1	0.44
ha_1	0.33
nor2b_1	0.13
o211ai_1	0.15
a21oi_1	0.09
o22ai_1	0.86
mux2_2	0.36
inv_1	0.05
ha_1	0.28
nor2b_1	0.13
o211ai_1	0.09
a21o_1	0.19
a211oi_1	0.57
buf_4	0.25
nand3_1	0.10
o221a_2	0.14
[area by class of cell]
| type | instances | area [sq um] | share of cell area [%] |
|---|---|---|---|
| Antenna cell | 3 | 7.51 | 0.0698 |
| Clock buffer | 19 | 433 | 4.03 |
| Clock inverter | 13 | 144 | 1.34 |
| Inverter | 80 | 305 | 2.84 |
| Multi-Input combinational cell | 617 | 4350 | 40.4 |
| Sequential cell | 113 | 3380 | 31.5 |
| Tap cell | 341 | 427 | 3.97 |
| Timing Repair Buffer | 173 | 1700 | 15.9 |
[logic make-up (layout without fill, tap and decap cells)]
family                   count (synthesis)  in the layout  synth area share [%]
AND/OR/NAND/NOR                        287            287                  17.0
AND-OR/OR-AND                          191            191                  16.9
flip-flops                             113            113                  41.3
buffers and inverters                  112            285                  5.75
adder cells (fa/ha/maj)                 77             77                  11.8
multiplexers                            33             33                  4.26
XOR/XNOR                                29             29                  3.10
other                                    0              3                     0
[layer usage]
| metal | vias up | wire [um] | global-route usage [%] |
|---|---|---|---|
| met5 | - | 0 | 0 |
| met4 | 0 | 332 | 3.31 |
| met3 | 20 | 1610 | 4.12 |
| met2 | 232 | 10500 | 26.1 |
| met1 | 3328 | 11100 | 27.2 |
| li1 | 3527 | - | - |
[metrics by stage]
step / hold slack (ns) / instances / setup slack (ns) / area, sq um
after floorplan: 0.413 / 842 / 4.83 / 8200
after global placement: 0.495 / 1324 / 4.40 / 10200
after detailed placement: 0.496 / 1324 / 4.34 / 10200
after CTS: 0.509 / 1356 / 4.28 / 10700
after global routing: 0.557 / 1359 / 3.98 / 10700
final: 0.491 / 1359 / 4.29 / 10700
[worst max path at each step]
stage	to	startpoint	slack (ns)	cells after the start
global route	r[5][3]	r[7][1]	3.98	14
CTS	r[7][5]	r[8][1]	4.28	15
finish	r[7][5]	r[8][1]	4.29	15
[synth_stat cells (5+ instances only)]
library cell / number / area [sq um]
a211oi_1: 6 / 45.0
a21boi_0: 7 / 52.6
a21oi_1: 60 / 300
a221oi_1: 30 / 263
and4_1: 5 / 43.8
buf_1: 5 / 18.8
clkbuf_1: 16 / 60.1
edfxtp_1: 112 / 3360
ha_1: 77 / 963
inv_1: 79 / 297
mux2_2: 15 / 169
mux2i_1: 18 / 180
nand2_1: 67 / 251
nand3_1: 26 / 130
nand4_1: 39 / 244
nor2_1: 87 / 327
nor2b_1: 13 / 81.3
nor3_1: 19 / 95.1
nor4_1: 8 / 50.1
o211ai_1: 7 / 52.6
o21ai_0: 28 / 140
o221a_2: 30 / 338
or4_1: 13 / 97.6
xnor2_1: 15 / 131
xor2_1: 14 / 123
[cell usage in the layout, fill, tap and decap left out, types with 30 or more instances in the layout]
master / Yosys / layout
nand2_1: 67 / 67
a21oi_1: 60 / 60
a221oi_1: 30 / 30
ha_1: 77 / 77
o221a_2: 30 / 30
clkdlybuf4s50_1: 0 / 162
inv_1: 79 / 78
nand4_1: 39 / 39
edfxtp_1: 112 / 112
nor2_1: 87 / 87
